==> flow/design.v <==
module RAM(we,clk,din,addr,dout);
parameter DATA_WIDTH   = 8;
parameter ADDR_WIDTH   = 4;
input we,clk;
input [DATA_WIDTH-1:0] din;
input [ADDR_WIDTH -1:0] addr;
output  [DATA_WIDTH-1:0] dout;
reg [DATA_WIDTH-1:0]  predefined_values [0:(1<<(ADDR_WIDTH))-1];
initial
begin
 predefined_values[0] = 8'd90;
 predefined_values[1] = 8'd25;
 predefined_values[2] = 8'd60;
 predefined_values[3] = 8'd15;
 predefined_values[4] = 8'd30;
 predefined_values[5] = 8'd75;
 predefined_values[6] = 8'd45;
 predefined_values[7] = 8'd10;
end 
always@(posedge clk)
begin
if(we)
  begin
  predefined_values[addr]=din;
 end
 end
 assign dout= predefined_values[addr];
 endmodule
module checka #(parameter i = 8) (
    input  [i-1:0] in,
    output        zi
);
localparam MAX_VAL  = (1 << (i)) - 2;     
assign zi = (in != MAX_VAL)  ? 1'b1 : 1'b0;  
endmodule
module checkb #(parameter i = 8) (
    input  [i-1:0] in,
    output        zj
);
localparam MAX_VAL = (1 << (i)) -1;    
assign zj = (in != MAX_VAL) ? 1'b1 : 1'b0;  
endmodule
module comparator #(parameter DATA_WIDTH = 8)(
 input  [DATA_WIDTH-1:0] A,B,
 output  Agtb);
assign Agtb=(A>B)?  1'b1 : 1'b0;
endmodule
module regcounter(rstn,clk,en,ldin,ldout);
parameter DATA_WIDTH   = 8;
input [DATA_WIDTH -1:0] ldin;
output reg [DATA_WIDTH -1:0] ldout;
input rstn,en,clk;
always@(posedge clk or negedge rstn)
begin
if(!rstn)
begin
ldout<=0;
end
else if(en)
begin
ldout<=ldin;
end
end
endmodule
module register(clk,en,rstn,din,dout);
parameter DATA_WIDTH   = 8;
input [DATA_WIDTH -1:0] din;
output reg [DATA_WIDTH -1:0] dout;
input en,clk,rstn;
always@(posedge clk or negedge rstn)
begin
if(!rstn)
begin
dout<=0;
end
else if(en)
begin
dout<=din;
end
end
endmodule
module top(clk,rstn,s,done,Radd,datain,wrin,rd,DOUT);
parameter DATA_WIDTH   = 8;
parameter ADDR_WIDTH=3; 
input [ADDR_WIDTH -1:0] Radd;
input  [DATA_WIDTH -1:0] datain;
output  [DATA_WIDTH -1:0] DOUT;
input clk,rstn, s,wrin,rd;
reg [2:0] nstate;
reg [2:0] pstate;
output reg done;
reg eni,enj;  
reg ena,enb;  
reg [ADDR_WIDTH -1:0] Li,Lj;
wire zi,zj;   
wire [ADDR_WIDTH -1:0] Liout,Ljout,addrin,addrout;  
wire  [DATA_WIDTH -1:0] Areg,Breg,dataout,AbMux,Din;  
wire Agtb; 
reg csel,we,Bout;   
regcounter  #(ADDR_WIDTH) m1(.rstn(rstn),.clk(clk),.en(eni),.ldin(Li),.ldout(Liout));
regcounter  #(ADDR_WIDTH) m2(.rstn(rstn),.clk(clk),.en(enj),.ldin(Lj),.ldout(Ljout));
checka #(ADDR_WIDTH) m3(
    .in(Liout),
     .zi(zi)
);
checkb #(ADDR_WIDTH) m4(
    .in(Ljout),
     .zj(zj)
);
  assign addrin=csel?Ljout:Liout;
  assign addrout=(s)?addrin:Radd;
  assign AbMux=Bout?Breg:Areg;
  assign Din=(s)?AbMux:datain;
 RAM#(.DATA_WIDTH(DATA_WIDTH),.ADDR_WIDTH(ADDR_WIDTH)) m5(.we((we|wrin)),.clk(clk),.din(Din),.addr(addrout),.dout(dataout));
 register#(DATA_WIDTH) m6(.clk(clk),.en(ena),.rstn(rstn),.din(dataout),.dout(Areg));
 register#(DATA_WIDTH) m7(.clk(clk),.en(enb),.rstn(rstn),.din(dataout),.dout(Breg));
 comparator #(DATA_WIDTH) m8( .A(Areg),.B(Breg),.Agtb(Agtb));
 assign  DOUT=rd?dataout:0;
always @ (posedge clk ) begin
    pstate <= nstate;
end
always@(*)
begin
case(pstate)
3'b000:begin  
done=1'b0;
we=1'b0;
if(s==0)begin
nstate=3'b000;
Li=0;
eni=1'b1;
end
else if(s==1)
nstate=3'b001;
 end
3'b001:begin   
nstate=3'b010;
Lj=Liout+1'b1;
enj=1'b1;
csel=0;
ena=1;
     end
3'b010:begin  
csel=1;
ena=0;
enb=1;
nstate=3'b011;
end
3'b011:begin  
ena=0;enb=0;
if(Agtb)
begin
nstate=3'b100;
csel=1'b0;
we=1;
Bout=1;
end
else
nstate=3'b110;
     end
3'b100: 
begin 
nstate=3'b101;
we=1'b1;
csel=1;
Bout=1'b0;
    end
3'b101:begin nstate=3'b110;
we=0;
csel=0;
ena=1;    end
3'b110:begin  
ena=0;
if(zj)  
begin
Lj=Ljout+1'b1;
enj=1;
nstate=3'b010;
end
else if(zi)
begin
Li=Liout+1'b1;
eni=1;
nstate=3'b001;
end
else
nstate=3'b111;
	end
3'b111:begin  
done=1;
if(s==1)
begin
nstate=3'b111; 
end 
else 
begin
nstate=3'b000;
done =0;
end
end
default:
begin
	nstate=3'b000;
   ena=1'b0;
	enb=1'b0;
	eni=1'b0;
	enj=1'b0;
	Bout=1'b0;
	we=1'b0;
	done=1'b0;
	Li=0;
	Lj=0;
	end
endcase
end
endmodule
==> flow/run.sh <==
#!/bin/bash
# OpenROAD 26Q1-2900-gdf79404cd8, Yosys 0.63+post, stock flow scripts
make -C /OpenROAD-flow-scripts/flow DESIGN_CONFIG=/design/flow/config.mk WORK_HOME=/design/flow/orfs finish
==> flow/config.mk <==
export PLATFORM = sky130hd
export DESIGN_NAME = top
export DESIGN_NICKNAME = top
export VERILOG_FILES = /design/flow/design.v
export SDC_FILE = /design/flow/constraint.sdc
export NUM_CORES = 4
export LEC_CHECK = 1
export CORE_UTILIZATION = 30
==> flow/constraint.sdc <==
current_design top

set clk_period 5.0
set clk_io_pct 0.2

create_clock -name clk0 -period $clk_period [get_ports {clk}]

set non_clock_inputs [all_inputs -no_clocks]
set_input_delay [expr $clk_period * $clk_io_pct] -clock clk0 $non_clock_inputs
set_output_delay [expr $clk_period * $clk_io_pct] -clock clk0 [all_outputs]
==> impl_results.html <==
<h3>Flow metrics</h3>
<table>
<tr><th>Metric</th><th>Value</th></tr>
<tr><th colspan="2">Outcome</th></tr>
<tr><td>Run status</td><td>finished, final reports clean</td></tr>
<tr><th colspan="2">Worst setup path</th></tr>
<tr><td>Crit-path max FO</td><td>16</td></tr>
<tr><td>Worst endpoint data arrival time</td><td>3.56 ns</td></tr>
<tr><td>CP dominant cell by count</td><td>clkdlybuf4s50_1</td></tr>
<tr><td>Largest stage delay on the critical path</td><td>0.51 ns</td></tr>
<tr><td>Crit-path leading delay family</td><td>buffers and inverters</td></tr>
<tr><td>Worst Path Buf+Inv</td><td>3</td></tr>
<tr><td>Critical path endpoint category</td><td>output pin</td></tr>
<tr><td>Ordered cell list for the critical path</td><td>clkdlybuf4s50_1 -&gt; nor2_1 -&gt; a21o_1 -&gt; a211oi_1 -&gt; o311ai_1 -&gt; buf_4 -&gt; and2_1 -&gt; clkdlybuf4s50_1</td></tr>
<tr><td>Crit Path Class</td><td>primary input to output pin</td></tr>
<tr><td>Data required, critical path</td><td>4.00 ns</td></tr>
<tr><td>Slowest stage cell, crit path</td><td>a21o_1</td></tr>
<tr><td>Element type at the critical path start</td><td>primary input</td></tr>
<tr><th colspan="2">Final timing</th></tr>
<tr><td>Share of the cycle needed by the critical path after routing</td><td>91.20%</td></tr>
<tr><td>Period minus WS final</td><td>4.560 ns</td></tr>
<tr><td>Final setup violation count</td><td>0</td></tr>
<tr><td>Worst-Margin Slew</td><td>0.8779 ns</td></tr>
<tr><td>Maximum clock frequency</td><td>219.3 MHz</td></tr>
<tr><td>Final Hold Fails</td><td>0</td></tr>
<tr><td>Sum of negative setup slack</td><td>0 ns</td></tr>
<tr><td>Setup repair after global routing missed its margin</td><td>false</td></tr>
<tr><td>Count of unclocked register or latch pins</td><td>12</td></tr>
<tr><td>Tightest slew margin relative to the limit</td><td>41.26%</td></tr>
<tr><td>Count of endpoints without a timing constraint</td><td>19</td></tr>
<tr><td>Pins over their slew limit</td><td>0</td></tr>
<tr><td>Clock skew after layout</td><td>0.006316 ns</td></tr>
<tr><td>Worst setup slack after layout</td><td>0.4401 ns</td></tr>
<tr><th colspan="2">Detailed routing</th></tr>
<tr><td>Routed vias</td><td>3257</td></tr>
<tr><td>Post-detailed-routing wire length</td><td>11040 µm</td></tr>
<tr><td>Number of nets with antenna violations after detailed routing</td><td>0</td></tr>
<tr><td>Total length of routed met3 wires</td><td>950 µm</td></tr>
<tr><td>Inserted Diodes</td><td>0</td></tr>
<tr><td>Detailed-route DRC error count</td><td>0</td></tr>
<tr><td>Met2 wire length</td><td>4865 µm</td></tr>
<tr><td>DRC violation total after the first TritonRoute iteration</td><td>181</td></tr>
<tr><td>Drt wl/cell</td><td>17.19 µm</td></tr>
<tr><td>Routed met1 length</td><td>4936 µm</td></tr>
<tr><td>Initial DRT Pass Iterations</td><td>4</td></tr>
<tr><td>Via count normalized by instance count</td><td>5.073</td></tr>
<tr><td>Uppermost layer routed</td><td>met4</td></tr>
<tr><th colspan="2">Clocking</th></tr>
<tr><td>Worst-path clk slew</td><td>0.07 ns</td></tr>
<tr><td>Count of instances resized after the clock tree is built</td><td>0</td></tr>
<tr><td>Post-CTS setup buffer count</td><td>0</td></tr>
<tr><td>Clk ins delay skew pair</td><td>0.34 ns</td></tr>
<tr><td>Root buf cell</td><td>clkbuf_16</td></tr>
<tr><td>CTS tree</td><td>yes</td></tr>
<tr><td>Worst-case clock buffer depth</td><td>2</td></tr>
<tr><td>Count of hold-fix buffers inserted at cts</td><td>0</td></tr>
<tr><td>CTS H-Tree Depth</td><td>3</td></tr>
<tr><td>Number of buffers created by CTS</td><td>9</td></tr>
<tr><th colspan="2">Pwr</th></tr>
<tr><td>Clock network power share</td><td>25.5%</td></tr>
<tr><td>Largest voltage drop on the vdd net</td><td>0.0001907 V</td></tr>
<tr><td>Net switching power of the design</td><td>0.8338 mW</td></tr>
<tr><td>Power Dens Cells</td><td>457.9 nW/µm²</td></tr>
<tr><td>Sequential Power Share</td><td>47.3%</td></tr>
<tr><td>Combinational cell fraction of total power</td><td>27.2%</td></tr>
<tr><td>Switching part of the total</td><td>32.39%</td></tr>
<tr><td>Overall power after layout</td><td>2.574 mW</td></tr>
<tr><td>Leakage power figure</td><td>2.132 nW</td></tr>
<tr><td>Total internal power</td><td>1.740 mW</td></tr>
<tr><th colspan="2">Placement</th></tr>
<tr><td>Pre-CTS setup slack</td><td>0.4094 ns</td></tr>
<tr><td>Detailed placer's ending HPWL</td><td>8055 µm</td></tr>
<tr><td>PortBufs</td><td>24</td></tr>
<tr><td>Final weighted congestion in routability-driven placement</td><td>0.8357</td></tr>
<tr><th colspan="2">Cells and area</th></tr>
<tr><td>Synth-to-Final Area Change</td><td>16.71%</td></tr>
<tr><td>Share of cells above drive strength 1</td><td>16.47%</td></tr>
<tr><td>Final design utilization</td><td>36.43%</td></tr>
<tr><td>Filler cell count in the final layout</td><td>1468</td></tr>
<tr><th colspan="2">Synth</th></tr>
<tr><td># Cells Yosys</td><td>394</td></tr>
<tr><td>Post-synth top area share</td><td>39.91%</td></tr>
<tr><td>Distinct cell type count after synthesis</td><td>51</td></tr>
<tr><td>Post-synth EDFFs</td><td>64</td></tr>
<tr><td>Seq cells post-synth</td><td>106</td></tr>
<tr><td>Most used DFF post-synth</td><td>edfxtp_1</td></tr>
<tr><td>Post-Syn Area per Cell</td><td>12.22 µm²</td></tr>
<tr><td>Leading cell type by number of instances after synthesis</td><td>edfxtp_1</td></tr>
<tr><td>Cell area after technology mapping</td><td>4816 µm²</td></tr>
<tr><td>Yosys warning total</td><td>4</td></tr>
<tr><td>Cell types occupying the most area after synthesis</td><td>edfxtp_1 40%, dfrtp_1 11%, dlxtn_1 3.7%, mux2_2 3.5%, dfxtp_1 3.3%</td></tr>
<tr><td>Chip area estimate from yosys synthesis</td><td>4816 µm²</td></tr>
<tr><td>Post-Synthesis Cells</td><td>394</td></tr>
<tr><td>List of most frequent post-synthesis cells</td><td>64 x edfxtp_1, 36 x nor2_1, 23 x a21oi_1, 22 x dfrtp_1</td></tr>
<tr><td>Most area-hungry cell type in the Yosys netlist</td><td>edfxtp_1</td></tr>
<tr><td>Ys async rst share</td><td>20.75%</td></tr>
<tr><th colspan="2">Floorplan</th></tr>
<tr><td>Boundary Pins</td><td>25</td></tr>
<tr><td>Area enclosed by the die boundary</td><td>16560 µm²</td></tr>
<tr><td>Height of the chip</td><td>128.7 µm</td></tr>
<tr><td>Core outline area</td><td>15430 µm²</td></tr>
<tr><td>Floorplan die width</td><td>128.7 µm</td></tr>
<tr><td>Num rows</td><td>45</td></tr>
<tr><td>Initial Utilization</td><td>31.22%</td></tr>
<tr><th colspan="2">GRT</th></tr>
<tr><td>Sum of overflow across all layers after global routing</td><td>0</td></tr>
<tr><td>Global-route usage over all layers</td><td>14.77%</td></tr>
<tr><td>Number of global-route vias before repair</td><td>3280</td></tr>
<tr><td>Largest net degree at the start of global routing</td><td>25</td></tr>
<tr><td>Initial antenna violation count</td><td>0</td></tr>
<tr><td>Wire length of the first global-routing pass</td><td>17710 µm</td></tr>
<tr><th colspan="2">Run</th></tr>
<tr><td>Max capacitance violation total</td><td>0</td></tr>
<tr><td>Count of tool warnings</td><td>26</td></tr>
<tr><th colspan="2">Worst hold path</th></tr>
<tr><td>Path category of the worst min-delay check</td><td>register to register</td></tr>
</table>
[worst paths after layout]
check | startpoint | to | slack (ns) | cells after the start
min reg2reg | pstate[1] | pstate[5] | 0.37 | 0
max in group asynchronous | rstn | m6.dout[7] | 3.76 | 2
max | Radd[0] | DOUT[1] | 0.44 | 8
max reg2reg | m1.ldout[1] | m5.predefined_values[2][1] | 2.31 | 6
min | pstate[1] | pstate[5] | 0.37 | 0
min in group asynchronous | rstn | m1.ldout[0] | 1.01 | 2
[area by class of cell]
cell class              count  area [µm²]  area share (%)
flip-flops and latches    106        2813           50.04
multi-input cells         252        1829           32.55
repair buffers             42       370.4           6.589
well taps                 211       264.0           4.697
clock buffers               9       225.2           4.007
clock inverters             7       62.56           1.113
inverters                  15       56.30           1.002
[layout by cell type (no fill, tap or decap), drive strengths merged, types with 5 or more instances in the layout]
cell type and n:
a31oi 14, dlxtn 12, nor3b 6, o21ai 13
dfxtp 8, nor2 36, mux2i 16, a21oi 26
and2 5, nand4 6, a221oi 5, ha 12
clkbuf 9, clkdlybuf4s50 23, nand2b 8, nand3 9
inv 19, nor4 6, o22a 5, edfxtp 64
mux2 19, nand2 13, nor3 9, o22ai 6
and3 6, a21o 8, a211oi 7, buf 19
dfrtp 22
[routing by layer]
metal | up-vias | track usage (%)
li1 | 1555 | -
met1 | 1581 | 21.15
met2 | 101 | 22.29
met3 | 20 | 5.379
met4 | 0 | 3.322
met5 | - | 0
[sequential cells by signal (all words and copies together) (netlist names)]
name and count:
m5.predefined_values 64, m6.dout 8, m7.dout 8, pstate 8, Li 3, Lj 3, m1.ldout 3, m2.ldout 3
Bout 1, csel 1, done 1, ena 1, enb 1, we 1
[stage by stage]
stage                     instance area, µm²  cells  hold slack [ns]
after floorplan                         4816    394           0.3434
after global placement                  5333    626           0.3611
after detailed placement                5333    626           0.3566
after CTS                               5620    642           0.3699
after global routing                    5620    642           0.3754
final                                   5620    642           0.3652
[power groups by stage]
| stage | clock, mW | combinational, mW | sequential [mW] |
|---|---|---|---|
| finish | 0.656 | 0.700 | 1.22 |
| global route | 0.696 | 0.794 | 1.24 |
| CTS | 0.670 | 0.705 | 1.22 |
[cells by family (layout without fill, tap and decap cells)]
kind of cell / count (synthesis) / in the layout / synth area share, %
mux: 36 / 36 / 8.781
flops: 94 / 94 / 54.66
simple gates: 111 / 111 / 12.57
buf+inv: 36 / 73 / 3.611
compound gates: 92 / 92 / 13.33
latches: 12 / 12 / 3.741
fa+ha+maj: 12 / 12 / 3.118
xor+xnor: 1 / 1 / 0.1819
Power and IR drop assume default switching activity.
